==> flow/design.v <==
`timescale 1ns / 1ps
module full_adder(
    input a_in,
    input b_in,
    input c_in,
    output sum,
    output carry
    );
    assign sum=a_in^b_in^c_in;
    assign carry=(a_in & b_in)|(b_in & c_in)|(a_in & c_in);
endmodule
`timescale 1ns / 1ps
module genericadder(a_in, b_in, c_in, sum, carry);
    parameter width=24;
    input [width-1:0] a_in, b_in;
    input c_in;
    output [width-1:0] sum;
    output carry;
    wire[width:0] c;
    genvar i;
    assign c[0] = c_in;
    generate
    for(i=0; i<width; i=i+1)
    begin : Adder_gen
    full_adder dut(a_in[i],b_in[i],c[i],sum[i],c[i+1]);
    end
    endgenerate
    assign carry = c[width];
    endmodule
`timescale 1ns / 1ps
module mac(
     input [11:0] Ain,
     input [11:0] Bin,
     input clk,reset,
     output [24:0] Mac_out
);
    wire carry;
    wire Cin;
    reg [24:0] sum_reg;
    assign Cin = 1'b0;
    wire [23:0] mult_out;
    wire [24:0] add_out;
    wire [24:0] sum;
    multiplier dut1(Ain,Bin,mult_out);
    genericadder dut2(mult_out,sum,Cin,add_out[23:0],carry);
    assign sum[24]=carry;
    always @(posedge clk)
    if (reset) begin
    sum_reg <= 24'b0;
    end else begin
    sum_reg <= add_out;
    end
    assign Mac_out = sum_reg;
    assign sum = sum_reg;
endmodule
`timescale 1ns / 1ps
module multiplier(a_in, b_in, prod);
    parameter width = 12;
    input [width-1:0] a_in;
    input [width-1:0] b_in;
    output [2*width-1:0] prod;
    assign prod = a_in * b_in;
endmodule
==> flow/run.sh <==
#!/bin/bash
# OpenROAD 26Q1-2900-gdf79404cd8, Yosys 0.63+post, stock flow scripts
make -C /OpenROAD-flow-scripts/flow DESIGN_CONFIG=/design/flow/config.mk WORK_HOME=/design/flow/orfs finish
==> flow/config.mk <==
export PLATFORM = sky130hd
export DESIGN_NAME = mac
export DESIGN_NICKNAME = mac
export VERILOG_FILES = /design/flow/design.v
export SDC_FILE = /design/flow/constraint.sdc
export NUM_CORES = 4
export LEC_CHECK = 1
export CORE_UTILIZATION = 30
export SYNTH_HDL_FRONTEND = slang
==> flow/constraint.sdc <==
current_design mac

set clk_period 16.3
set clk_io_pct 0.2

create_clock -name clk0 -period $clk_period [get_ports {clk}]

set non_clock_inputs [all_inputs -no_clocks]
set_input_delay [expr $clk_period * $clk_io_pct] -clock clk0 $non_clock_inputs
set_output_delay [expr $clk_period * $clk_io_pct] -clock clk0 [all_outputs]
==> out/summary.rpt <==
====================================================================================
Status                                                                     completed
Vias                                                                           4,186
Cell Count Post-Placement                                                        946
Area added between synthesis and finish                                       10.60%
Most used cell, CP                                                              fa_1
Reg2Reg Setup Slack                                                          6730 ps
Register clock-pin slew on the reported worst setup and hold paths             50 ps
Worst Hold Path EP                                                      Mac_out[17]$_SDFF_PP0_
Crit Path Category                                                         in -> reg
Bufs on Longest Clock Path                                                         2
Overflow left after global routing                                                 0
Hold slack final                                                            599.2 ps
Destination of the worst register-to-register timing path               Mac_out[23]$_SDFF_PP0_
Total Routed Length                                                         11.75 mm
Filler cells                                                                   2,088
Number of resized instances in the post-cts repair step                            0
Static leakage                                                           0.003144 µW
Area leader share                                                             39.71%
Count of pins on the block boundary                                               51
Maximum number of pins on one net before global-route repair                      25
WHS Path Cells                                                                     3
Average instance area after synthesis                                      9.126 µm²
Largest stage delay on the critical path                                      770 ps
Count of input and output buffers                                                 49
Largest cells by area after synthesis                                   fa_1 40%, ha_1 13%, and2_1 10%, inv_1 8.5%, dfxtp_1 7.8%
Die Outline Area                                                          21,080 µm²
Cell area power density                                                 201.6 nW/µm²
Stage-log warning count                                                           25
Post-CTS Setup Repair Bufs                                                         0
Cell family with most CP delay                                           adder cells
Number of global-route vias before repair                                      4,298
Worst Min Path Start                                                    Mac_out[17]$_SDFF_PP0_
Path type of the worst min-delay path                                     reg -> reg
Crit start category                                                       input port
Synth area leader                                                               fa_1
Number of synthesized register bits                                               24
Cell area after synthesis                                                   6151 µm²
Number of warning messages in the yosys log                                        3
Share of flip-flops with an asynchronous set or reset after synthesis             0%
Clock tree skew after final layout                                          3.387 ps
DRC violation total after the first TritonRoute iteration                        118
WP data arrival                                                            14,710 ps
Floorplan row count                                                               52
Maximum vdd ir drop                                                        0.1359 mV
Smallest setup slack after layout                                            1740 ps
Max Freq                                                                 0.06868 GHz
Final total negative setup slack                                                0 ps
First-pass iteration count of the detailed router                                  4
Worst max-slew margin expressed relative to the limit                         63.53%
Count of H-tree levels built during CTS                                            1
CP Buf/Inv Count                                                                   3
Max-cap check violation count                                                      0
GR Util All Layers                                                            12.55%
Worst Path Max Fanout                                                             12
Final-report setup violation count                                                 0
Crit path capture type                                                      register
Die Height                                                                  145.2 µm
CTS Buf Count                                                                      3
Placer Congestion                                                             0.8424
Antenna Nets Post-Route                                                            0
Minimum period implied by the final worst setup slack                      14,560 ps
Count of flip-flops with a built-in enable after synthesis                         0
Number of remaining DRC errors                                                     0
Fin cells                                                                        949
Cell count after synthesis                                                       674
CTS tree                                                                        done
Final hold violation count                                                         0
Fraction of the core area occupied by cells at floorplan                      30.50%
Setup repair after global routing missed its margin                               no
Wire length of the first global-routing pass                                20.77 mm
Post-layout period usage of the worst path                                    89.32%
Core Area                                                                 20,170 µm²
Root buf cell                                                              clkbuf_16
Most frequently used flop master after synthesis                             dfxtp_1
Insertion delay to the later sink of the worst-skew pair                      260 ps
Antenna violations before repair                                                   0
Post-synthesis chip area from yosys                                         6151 µm²
Total clock sinks                                                                 24
Post-DP HPWL                                                                9.981 mm
Worst-path cell with the longest stage delay                            clkdlybuf4s50_1
Startpoint of the lowest-slack register-to-register path                Mac_out[0]$_SDFF_PP0_
Seq share, synth                                                              7.811%
Pins over their slew limit                                                         0
Number of flip-flops in the largest register                                      24
Total of hold buffers inserted after clock tree synthesis                          0
Pre-CTS setup slack                                                          1379 ps
Synth unique cells                                                                43
Routed via count divided by cell count                                         4.411
Required @ worst endpoint                                                  16,450 ps
Average wire per standard cell                                              12.39 µm
Count of instantiated cells in the yosys netlist                                 674
Width of the die                                                            145.2 µm
Antenna diode instance count                                                       0
Worst reg-to-reg path cell count                                                  29
Worst-Margin Slew                                                           545.3 ps
Share of cells above drive strength 1                                         2.651%
====================================================================================
-- cell families after synthesis --
| kind of cell | synth area share, % |
|---|---|
| AND-OR/OR-AND | 6.123 |
| XOR/XNOR | 2.848 |
| flip-flops | 7.811 |
| buffers and inverters | 13.18 |
| AND/OR/NAND/NOR | 17.29 |
| adder cells (fa/ha/maj) | 52.52 |
| other | 0.06097 |
| multiplexers | 0.1627 |
-- layer usage --
| metal | global-route usage (%) | part of all wire, % |
|---|---|---|
| met3 | 2.536 | 4.6 |
| met5 | 0 | 0 |
| met4 | 0.8947 | 0.70 |
| met2 | 22.04 | 53 |
| met1 | 17.00 | 41 |
-- power by group --
part           total [µW]  switching [µW]  internal (µW)
clock                51.5            19.1           32.4
combinational        1210             642            570
sequential            107            13.2           94.0
total                1370             674            697
-- worst reg2reg max path, delay by kind of cell (launching register included) --
kind / cells / cell delay [ps]
compound gates: 1 / 190
xor+xnor: 3 / 500
fa+ha+maj: 23 / 8280
buf+inv: 1 / 50
flops: 1 / 330
simple gates: 1 / 90
-- cells in the mapped netlist (all sizes together) (6+ instances only) --
master / count
inv: 139
fa: 122
and2: 102
ha: 63
nand2: 49
clkbuf: 27
buf: 25
dfxtp: 24
nor2: 24
a21oi: 20
xnor2: 11
xor2: 9
nor2b: 8
o21ai: 8
a21o: 6
-- through the flow --
step	util [%]	cell area [µm²]	total power (µW)
final	33.73	6803	1371
after global routing	33.73	6803	1590
after CTS	33.73	6803	1408
after detailed placement	33.36	6728	1342
after global placement	33.36	6728	1343
after floorplan	-	6151	1106
-- layout make-up --
type,count,area [µm²],share of cell area [%]
clock buffer,3,75.07,1.104
inverter,139,521.8,7.670
multi-input combinational,459,4860,71.44
sequential,24,480.5,7.063
tap,270,337.8,4.966
timing repair buffer,54,528.0,7.762
-- how the worst max path moves through the flow --
stage      start                endpoint  slack, ps  cells after the start
4_1_cts   Ain[4]  Mac_out[23]$_SDFF_PP0_       1650                     33
5_1_grt   Ain[2]  Mac_out[23]$_SDFF_PP0_       1150                     36
6_report  Ain[4]  Mac_out[23]$_SDFF_PP0_       1740                     33
-- cells in the final DEF, fill, tap and decap left out, drive strengths merged, types with 2 or more instances in the layout --
cell type        n
buf              5
xnor2           11
o211ai           3
nand2           49
nand2b           2
clkdlybuf4s50   49
nor2            24
a21o             6
or2              2
fa             122
a211o            2
o21ai            8
inv            139
a21oi           20
dfxtp           24
nor2b            8
and2           102
clkbuf           3
nor3             2
a31oi            4
nand3            3
ha              63
xor2             9
and3             2
Power is estimated from default activity; no workload was simulated.
