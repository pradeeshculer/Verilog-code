<file path="/design/flow/config.mk">
export PLATFORM = sky130hd
export DESIGN_NAME = bit4adder
export DESIGN_NICKNAME = bit4adder
export VERILOG_FILES = /design/flow/design.v
export SDC_FILE = /design/flow/constraint.sdc
export NUM_CORES = 4
export LEC_CHECK = 1
export CORE_AREA = 10 10 70 70
export DIE_AREA = 0 0 80 80
export SYNTH_HDL_FRONTEND = slang
</file>
<file path="/design/flow/run.sh">
#!/bin/bash
# OpenROAD 26Q1-2900-gdf79404cd8, Yosys 0.63+post, stock flow scripts
make -C /OpenROAD-flow-scripts/flow DESIGN_CONFIG=/design/flow/config.mk WORK_HOME=/design/flow/orfs finish
</file>
<file path="/design/flow/design.v">
`timescale 1ns / 1ps
module bit4adder(a_in, b_in, c_in, sum, carry);
    input [3:0] a_in,b_in;
    input c_in;
    output [3:0] sum;
    output carry;
    wire [2:0] c;
full_adder dut1
(a_in[0], b_in[0], c_in, sum[0], c[0]);
full_adder dut2
(a_in[1], b_in[1], c[0], sum[1], c[1]);
full_adder dut3
(a_in[2], b_in[2], c[1], sum[2], c[2]);
full_adder dut4
(a_in[3], b_in[3], c[2], sum[3], carry);
endmodule
`timescale 1ns / 1ps
module full_adder(
    input a_in,
    input b_in,
    input c_in,
    output sum,
    output carry
    );
    assign sum=a_in^b_in^c_in;
    assign carry=(a_in & b_in)|(b_in & c_in)|(a_in & c_in);
endmodule
</file>
<file path="/design/flow/constraint.sdc">
current_design bit4adder

set clk_period 2.3
set clk_io_pct 0.2

create_clock -name clk0 -period $clk_period

set non_clock_inputs [all_inputs -no_clocks]
set_input_delay [expr $clk_period * $clk_io_pct] -clock clk0 $non_clock_inputs
set_output_delay [expr $clk_period * $clk_io_pct] -clock clk0 [all_outputs]
</file>
==> results.yml <==
# implementation run metrics
critical_path:
  worst_path_most_repeated_cell: "fa_2"
  arrival_ps: 2100
  path_class: "in2out"
  crit_buf_inv: 6
  cp-end-kind: "output pin"
  critPathMaxFanout: 1
  critPathMaxStageDelay_ps: 390
  crit_chain: "buf_6 -> inv_4 -> fa_2 -> inv_2 -> fa_2 -> fa_2 -> inv_2 -> fa_1 -> inv_1 -> buf_2"
  start_kind: "input pin"
  worstPathRequired_ps: 1840
  cp_slowest_cell: "fa_1"
  cp_top_family: "adder cells"
finish:
  syn_to_final_growth_pct: 112
  drive_gt1_share_pct: 50.0
  flops: 0
  flop_area_sq_um: 0
  nClkBuffers: 0
  lay_top_cells: "inv_1 (5), clkdlybuf4s50_1 (5)"
  final_util_pct: 9.16
power:
  leakagePower_nw: 0.141
  ir_drop_mv: 0.0174
  p_per_area_nw_per_um2: 178
  p_total_mw: 0.0557
routing:
  drt_iter0_markers: 0
  wire_per_inst_microns: 6.84
  ant_nets: 0
  vias: 119
  firstDrtPassIters: 1
  drt-total-wl_microns: 506
  diodes: 0
  drc: 0
  vias_per_cell: 1.61
floorplan:
  rows: 21
  coreArea_sq_um: 3420
  die_x_microns: 80
  die_y_microns: 80
  fp-utilization_pct: 4.32
  pin_count: 14
  dieArea_sq_um: 6400
grt:
  grt_overflow: 0
  antenna_found_initial: 0
  grt_pass1_vias: 139
  grt_pass1_wl_microns: 703
  grtUsageTotal_pct: 1.44
  grt_max_degree: 2
run_status:
  outcome: "complete, but fails checks"
  violations: "negative setup slack"
synth:
  yosysWarnings: 0
  netlist_area_sq_um: 148
  postSynthCellCount: 18
  seq_area_frac_synth_pct: 0
  synth_cell_types: 3
  syn_avg_cell_area_sq_um: 8.20
  yosys_cells: 18
  ys_area_sq_um: 148
placement:
  post-dp-hpwl_microns: 516
  gp_congestion: 0.651
  preCtsSetupSlack_ps: -1000
  io_buffer_count: 14
timing:
  layout_min_cycle_time_ps: 2560
  tightestPinTransition_ps: 110
  fmax_mhz: 391
  hold_slack_ps: 1540
  final_max_slew_viol_count: 0
  relSlewSlack_pct: 92.6
  finalCritPeriodShare_pct: 111
  setup_ws_ps: -260
  hold_violations: 0
  rsz0062_at_grt: "yes"
  setup_violations: 2
run:
  warnings: 35
  max-cap-violations: 0
clocking:
  cts_hold_buffers: 0
  post_cts_buffers: 0
worst_hold_path:
  hold_path_class: "in2out"
==> synthesized netlist by cell type <==
cell | instances | area (sq um)
buf_4 | 4 | 30.0
inv_1 | 10 | 37.5
fa_1 | 4 | 80.1
==> worst min-delay path, delay by kind of cell <==
family	cells	cell delay, ps
adder cells (fa/ha/maj)	1	200
buffers and inverters	2	430
==> power by group <==
group          switching [mW]  internal (mW)  total (mW)  leakage, nW
combinational          0.0203         0.0354      0.0557        0.141
sequential                  0              0           0            0
clock                       0              0           0            0
total                  0.0203         0.0354      0.0557        0.141
==> timing repair <==
item	in CTS	in global routing
resized	29	3
pin swaps	4	4
cloned	0	0
endpoints found under the setup margin	5	3
==> final timing paths <==
kind,end,depth (start not counted),startpoint
setup / recovery,sum[3],10,a_in[0]
hold / removal,sum[1],3,a_in[1]
==> cell type report <==
cell class                 instances  area, sq um
fill                             402         3100
timing repair buffer              14          125
multi-input combinational          4         87.6
tap                               46         57.6
inverter                          10         42.5
==> stage by stage <==
stage | std cells | setup TNS [ps] | area, sq um
floorplan | 18 | -122 | 153
global placement | 74 | -3210 | 320
detailed placement | 74 | -3260 | 320
CTS | 74 | -613 | 314
global route | 74 | -476 | 313
finish | 74 | -333 | 313
==> cells by family after synthesis <==
logic type	after synthesis	synth area share, %
buf+inv	14	45.8
fa+ha+maj	4	54.2
==> routing by layer <==
metal	GRT usage (%)	routed length [microns]	vias to the layer above
met5	0	0	-
met4	0	0	0
met3	1.36	101	0
met2	2.57	235	7
met1	1.20	170	52
li1	-	-	60
No activity file was given, so power comes from the tool's default toggle rates.
